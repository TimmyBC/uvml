<file path="config.mk">
export PLATFORM = sky130hd
export DESIGN_NAME = reg_slice
export DESIGN_NICKNAME = reg_slice
export VERILOG_FILES = /design/flow/design.v
export SDC_FILE = /design/flow/constraint.sdc
export NUM_CORES = 4
export LEC_CHECK = 1
export CORE_AREA = 10 10 86 86
export DIE_AREA = 0 0 96 96
</file>
<file path="constraint.sdc">
current_design reg_slice

set clk_period 1.7
set clk_io_pct 0.2

create_clock -name clk0 -period $clk_period [get_ports {clk}]

set non_clock_inputs [all_inputs -no_clocks]
set_input_delay [expr $clk_period * $clk_io_pct] -clock clk0 $non_clock_inputs
set_output_delay [expr $clk_period * $clk_io_pct] -clock clk0 [all_outputs]
</file>
<file path="design.v">
interface axi_if(
        aclk,
        aresetn
    );
    parameter ADDR_WIDTH = 8;
    parameter DATA_WIDTH = 32;
    parameter USER_WIDTH = 1;
    localparam STROBE_WIDTH = DATA_WIDTH/8;
    localparam LEN_WIDTH    = 8;
    localparam RESP_WIDTH   = 2;
    input                       aclk;
    input                       aresetn;
    logic [ADDR_WIDTH-1:0]      awaddr;
    logic [LEN_WIDTH-1:0]       awlen;
    logic                       awvalid;
    logic                       awready;
    logic [DATA_WIDTH-1:0]      wdata;
    logic [STROBE_WIDTH-1:0]    wstrb;
    logic                       wlast;
    logic [USER_WIDTH-1:0]      wuser;
    logic                       wvalid;
    logic                       wready;
    logic [RESP_WIDTH-1:0]      bresp;
    logic [USER_WIDTH-1:0]      buser;
    logic                       bvalid;
    logic                       bready;
    logic [ADDR_WIDTH-1:0]      araddr;  
    logic [LEN_WIDTH-1:0]       arlen;
    logic                       arvalid;
    logic                       arready;      
    logic [DATA_WIDTH-1:0]      rdata;
    logic [RESP_WIDTH-1:0]      rresp;
    logic                       rlast;
    logic [USER_WIDTH-1:0]      ruser;
    logic                       rvalid;
    logic                       rready;
    modport master(
            output awaddr,
            output awlen,
            output awvalid,
            input  awready,
            output wdata,
            output wstrb,
            output wlast,
            output wuser,
            output wvalid,
            input  wready,
            input  bresp,
            input  buser,
            input  bvalid,
            output bready,
            output araddr,
            output arlen,
            output arvalid,
            input  arready,
            input  rdata,
            input  rresp,
            input  rlast,
            input  ruser,
            input  rvalid,
            output rready
        );
    modport slave(
            input  awaddr,
            input  awlen,
            input  awvalid,
            output awready,
            input  wdata,
            input  wstrb,
            input  wlast,
            input  wuser,
            input  wvalid,
            output wready,
            output bresp,
            output bvalid,
            output buser,
            input  bready,
            input  araddr,
            input  arlen,
            input  arvalid,
            output arready,
            output rdata,
            output rresp,
            output rlast,
            output ruser,
            output rvalid,
            input  rready
        );
endinterface
interface axilite_if(
        aclk,
        aresetn
    );
    parameter ADDR_WIDTH = 8;
    parameter DATA_WIDTH = 32;
    localparam STROBE_WIDTH = DATA_WIDTH/8;
    localparam RESP_WIDTH   = 2;
    input                       aclk;
    input                       aresetn;
    logic [ADDR_WIDTH-1:0]      awaddr;
    logic                       awvalid;
    logic                       awready;
    logic [DATA_WIDTH-1:0]      wdata;
    logic [STROBE_WIDTH-1:0]    wstrb;
    logic                       wvalid;
    logic                       wready;
    logic [RESP_WIDTH-1:0]      bresp;
    logic                       bvalid;
    logic                       bready;
    logic [ADDR_WIDTH-1:0]      araddr;        
    logic                       arvalid;
    logic                       arready;      
    logic [DATA_WIDTH-1:0]      rdata;
    logic [RESP_WIDTH-1:0]      rresp;
    logic                       rvalid;
    logic                       rready;
    modport master(
            output awaddr,
            output awvalid,
            input  awready,
            output wdata,
            output wstrb,
            output wvalid,
            input  wready,
            input  bresp,
            input  bvalid,
            output bready,
            output araddr,
            output arvalid,
            input  arready,
            input  rdata,
            input  rresp,
            input  rvalid,
            output rready
        );
    modport slave(
            input  awaddr,
            input  awvalid,
            output awready,
            input  wdata,
            input  wstrb,
            input  wvalid,
            output wready,
            output bresp,
            output bvalid,
            input  bready,
            input  araddr,
            input  arvalid,
            output arready,
            output rdata,
            output rresp,
            output rvalid,
            input  rready
        );
endinterface
interface axis_if(
        clk,
        rst
    );
    parameter DATA_WIDTH = 32;
    parameter USER_WIDTH = 2;
    localparam KEEP_WIDTH = DATA_WIDTH/8;
    input clk;
    input rst;
    logic [DATA_WIDTH-1:0]  data;
    logic [KEEP_WIDTH-1:0]  keep;
    logic                   last;
    logic [USER_WIDTH-1:0]  user;        
    logic                   valid;
    logic                   ready;      
    modport master(
            output data,
            output keep,
            output valid,
            output last,
            output user,
            input  ready
        );
    modport slave(
            input  data,
            input  keep,
            input  valid,
            input  last,
            input  user,
            output ready
        );
endinterface
interface hs_if(
		clk,
		rst
	);
	parameter DATA_WIDTH = 8;
	input clk;
	input rst;
	logic [DATA_WIDTH-1:0] 	data;
	logic					valid;
	logic					ready;		 
	modport master(
			output data,
			output valid,
			input  ready
		);
	modport slave(
			input  data,
			input  valid,
			output ready
		);
endinterface 
interface ram_if();
    parameter DATA_WIDTH    = 8;
    parameter DEPTH         = 16;    
    localparam ADDR_WIDTH   = $clog2(DEPTH);
    logic [ADDR_WIDTH-1:0]  addra;
    logic [DATA_WIDTH-1:0]  dina;
    logic                   wea;
    logic                   rea;
    logic [DATA_WIDTH-1:0]  douta;
    logic                   dvala;
    logic [ADDR_WIDTH-1:0]  addrb;
    logic [DATA_WIDTH-1:0]  dinb;
    logic                   web;
    logic                   reb;
    logic [DATA_WIDTH-1:0]  doutb;   
    logic                   dvalb;
    modport master(
            output addra,
            output dina,
            output wea,
            output rea,
            input  douta,
            input  dvala,
            output addrb,
            output dinb,
            output web,
            output reb,
            input  doutb,
            input  dvalb
        );
    modport slave(
            input  addra,
            input  dina,
            input  wea,
            input  rea,
            output douta,
            output dvala,
            input  addrb,
            input  dinb,
            input  web,
            input  reb,
            output doutb,
            output dvalb
        );
endinterface
interface stream_if(
        clk,
        rst
    );
    parameter DATA_WIDTH = 8;
    input clk;
    input rst;
    logic [DATA_WIDTH-1:0]  data;
    logic                   last;         
    logic                   valid;
    logic                   ready;      
    modport master(
            output data,
            output valid,
            output last,
            input  ready
        );
    modport slave(
            input  data,
            input  valid,
            input  last,
            output ready
        );
endinterface
module reg_slice(
        clk,
        rst,    
        s_data,
        s_valid,
        s_ready,
        m_data,
        m_valid,
        m_ready
    );
    parameter    DATA_WIDTH          = 8;
    input                           clk;
    input                           rst;
    input        [DATA_WIDTH-1:0]   s_data;
    input                           s_valid;
    output logic                    s_ready;
    output logic [DATA_WIDTH-1:0]   m_data;
    output logic                    m_valid;
    input                           m_ready;
    logic        [DATA_WIDTH-1:0]   data;
    always_ff@(posedge clk) begin
        if (rst) begin
            s_ready     <= '0;
            m_valid     <= '0;
        end
        else begin
            m_valid     <= s_valid | (m_valid & ~s_ready) | (m_valid & s_ready & ~m_ready);
            s_ready     <= m_ready | ~m_valid | (s_ready & ~s_valid);
        end
    end
    always_ff@(posedge clk) begin
        if (m_ready | ~m_valid) begin 
            m_data      <= (s_ready) ? s_data : data;
        end
        if (s_ready) begin
            data        <= s_data;
        end
    end
endmodule
</file>
<file path="run.sh">
#!/bin/bash
# OpenROAD 26Q1-2900-gdf79404cd8, Yosys 0.63+post, stock flow scripts
make -C /OpenROAD-flow-scripts/flow DESIGN_CONFIG=/design/flow/config.mk WORK_HOME=/design/flow/orfs finish
</file>
==> flow_metrics.tcl <==
# flow metrics
set metrics [dict create \
    end_kind "output port" \
    grt_pass1_vias 404 \
    ys_ff 18 \
    final_cell_area_um2 930 \
    synth.avg_cell_area_um2 18.4 \
    post_cts_buffers 0 \
    clockBufferDepth 2 \
    dp_cells 125 \
    antennaDiodeCount 0 \
    grt_use_total_pct 2.59 \
    post_cts_resized 0 \
    lay_top_cells "clkdlybuf4s50_1 (21), dfxtp_1 (10), mux2_2 (8), edfxtp_1 (8), clkbuf_8 (3)" \
    ys_warn_count 1 \
    ys_area_um2 588 \
    cts_made_buffers 3 \
    final_cells 129 \
    via_count 319 \
    r2r-start "s_ready$_SDFF_PP0_" \
    slew-limit-headroom_pct 72.8 \
    slowest_delay_ps 480 \
    placed_area_um2 885 \
    fp.dieH_um 96 \
    gp_congestion 0.642 \
    area_growth_pct 58.1 \
    slowest_stage "clkdlybuf4s50_1" \
    min_path_cells 1 \
    clock_latency_ps 240 \
    power.leakage_nw 0.324 \
    drtPass1Iterations 2 \
    pin_count 22 \
    outcome "completed" \
    dp.final_hpwl_mm 1.04 \
    setup_viol 0 \
    crit-reg2reg-capture "m_data[2]$_DFFE_PP_" \
    rr_worst_depth 2 \
    routed_via_density 2.47 \
    portBuffers 21 \
    synth_seq_share_pct 74.9 \
    synth_cells 32 \
    drive_gt1_share_pct 26.3 \
    worstPathMaxFanout 3 \
    routed_wl_mm 1.20 \
    fin_worst_skew_ps 1.54 \
    overflow 0 \
    initial_core_util_pct 10.6 \
    ctsHtreeMaxLevel 1 \
    cts.sinks 18 \
    ys_types 9 \
    period_used_pct 83.6 \
    crit_buf_inv 1 \
    top_area_share_pct 40.9 \
    wl_per_cell_um 9.33 \
    min_period_ps 1420 \
    grt_max_degree 11 \
    post-place-ws_ps 124 \
    cts_tree "yes" \
    fin_util_pct 16.8 \
    vdd_drop_max_uv 469 \
    drc_errors 0 \
    antenna_left 0 \
    arrival_ps 1080 \
    syn_area_um2 588 \
    crit_required_ps 1360 \
    grt_pass1_wl_mm 1.82 \
    critPathKind "reg -> out" \
    max_cap_violations 0 \
    dieWidth_um 96 \
    max_freq_mhz 703 \
    holdWs_ps 473 \
    power_mw 0.939 \
    fin_tns_setup_ps 0 \
    crit_family "buffers and inverters" \
    layout_top_cell "clkdlybuf4s50_1" \
    drt-initial-drc-count 2 \
    antenna_found_initial 0 \
    cp_cell_sequence "clkdlybuf4s50_1" \
    startpoint_type "register" \
    fin_ws_ps 278 \
    postCtsHoldBufs 0 \
    drv_slew 0 \
    regToRegSetupSlack_ps 560 \
    ys_cells 32 \
    hold_path_class "reg -> reg" \
    core_area_um2 5540 \
    worstHoldEndpoint "data[6]$_DFF_P_" \
    warning_count 25 \
    die_area_um2 9220 \
    area_leaders "edfxtp_1 (41%), dfxtp_1 (34%), mux2_2 (15%)" \
    rows 27 \
    rsz0062_at_grt "false" \
    hp-start "data[6]$_DFF_P_" \
    clk_pin_slew_ps 60 \
    finalHoldViolCount 0 \
    yosysTopAreaCell "edfxtp_1" \
    cts_root_buf "clkbuf_8" \
    worst_pin_slew_ps 407 \
    powerDensity_nw_per_um2 1010 \
]
[registers in the layout, summed over array words and instances, names as in the netlist]
name,count
s_ready,1
m_data,8
data,8
m_valid,1
[cells by family after synthesis]
logic type	Yosys count	synth area share, %
compound gates	2	3.83
buf+inv	1	1.91
flops	18	74.9
mux	8	15.3
simple gates	3	4.04
[Yosys cell counts]
master    instances
mux2_2            8
nand2b_1          1
dfxtp_1          10
nor2_1            1
o21ba_2           1
nor2b_4           1
edfxtp_1          8
a211oi_2          1
buf_6             1
[layout make-up]
cell class | count | area (um^2)
clock inverter | 1 | 3.75
timing repair buffer | 22 | 218
tap | 72 | 90.1
clock buffer | 3 | 41.3
multi-input combinational | 13 | 136
fill | 613 | 4610
sequential | 18 | 440
[metal layers]
| layer | vias up | track usage, % | share of wire (%) |
|---|---|---|---|
| met5 | - | 0 | 0 |
| met4 | 0 | 0.614 | 0 |
| met3 | 0 | 1.26 | 7.8 |
| met2 | 10 | 4.88 | 57 |
| met1 | 144 | 2.45 | 35 |
| li1 | 165 | - | - |
[where the power goes]
part	switching [mW]	total [mW]	internal, mW
Sequential	0.0157	0.530	0.514
Combinational	0.0340	0.132	0.0977
Clock	0.118	0.278	0.160
[how the worst max path moves through the flow]
| stage | start | endpoint | cells past startpoint |
|---|---|---|---|
| 6_report | m_valid$_SDFF_PP0_ | m_valid | 1 |
| 5_1_grt | m_valid$_SDFF_PP0_ | m_valid | 1 |
| 4_1_cts | m_valid$_SDFF_PP0_ | m_valid | 1 |
Power figures rest on the tool's default switching activity, not on a simulated workload.
